--- flow/config.mk ---
export PLATFORM = sky130hd
export DESIGN_NAME = blackJackStateMachineModule
export DESIGN_NICKNAME = blackJackStateMachineModule
export VERILOG_FILES = /design/flow/design.v
export SDC_FILE = /design/flow/constraint.sdc
export NUM_CORES = 4
export LEC_CHECK = 1
export CORE_AREA = 10 10 106 106
export DIE_AREA = 0 0 116 116
--- flow/constraint.sdc ---
current_design blackJackStateMachineModule

set clk_period 4.0
set clk_io_pct 0.2

create_clock -name clk0 -period $clk_period [get_ports {clock}]

set non_clock_inputs [all_inputs -no_clocks]
set_input_delay [expr $clk_period * $clk_io_pct] -clock clk0 $non_clock_inputs
set_output_delay [expr $clk_period * $clk_io_pct] -clock clk0 [all_outputs]
--- flow/design.v ---
module blackJackStateMachineModule(
    input wire clock,
    input wire reset,
    input wire stay,
    input wire hit,
    input wire [3:0] cards,
    output reg win,
    output reg lose,
    output reg draw,
    output reg [7:0] player7SegmentsDisplay,
    output reg [7:0] dealer7SegmentsDisplay
);
    parameter S0 = 2'b00;  
    parameter S1 = 2'b01;  
    parameter S2 = 2'b10;  
    parameter S3 = 2'b11;  
    reg [1:0] state, next_state;
    reg dealerStay, playerStay;
    reg [5:0] playerScore, dealerScore;
    wire isAce = cards == 4'b1010;
    wire cardValue = isAce ? (playerScore + 11 <= 6'd21 ? 6'd11 : 6'd1) : cards;
    initial begin
        state = S0;
        next_state = S0;
        playerScore = 6'd0;
        dealerScore = 6'd0;
        playerStay = 1'b0;
        dealerStay = 1'b0;
    end
    always @(posedge clock or posedge reset) begin
        if (reset) state = S0;
        else state = next_state;
    end
    always @(state or hit or stay or dealerStay or playerStay or cards or reset ) begin
        win = 0; lose = 0; draw = 0; 
        player7SegmentsDisplay = 8'b00000000; 
        dealer7SegmentsDisplay = 8'b00000000; 
        next_state = state;
        case(state)
            S0: begin  
                if(cards != 4'b0000) begin
                    playerScore = playerScore + cardValue;
                    player7SegmentsDisplay = playerScore;
                    next_state = S1;
                end
            end
            S1: begin  
                if(reset) begin
                    next_state = S0;
                end
                else if(stay) begin
                    next_state = S2;
                    playerStay = 1;
                end
                else if(hit && cards != 4'b0000) begin
                    playerScore = playerScore + cardValue;
                    player7SegmentsDisplay = playerScore;
                    if(playerScore > 6'd21) begin
                        win = 0; lose = 1; draw = 0;
                        next_state = S3;  
                    end
                end
                else if(dealerStay && playerStay ) begin
                    next_state = S3;  
                end
            end
            S2: begin  
                if (reset) begin
                    next_state = S0;
                end
                if(dealerScore <= 6'd16 && cards != 4'b0000) begin
                    dealerScore = dealerScore + cardValue;
                    dealer7SegmentsDisplay = dealerScore;
                    if(dealerScore > 6'd21) begin
                        win = 1; lose = 0; draw = 0;
                        next_state = S3;  
                    end
                end
                else if(dealerStay && playerStay ) begin
                    next_state = S3;  
                end
                else if(dealerScore >= 6'd17 || dealerStay) begin
                    next_state = S2;  
                    dealerStay = 1;
                end
            end
            S3: begin  
                player7SegmentsDisplay = playerScore;
                dealer7SegmentsDisplay = dealerScore;
                if(dealerScore > 6'd21) begin
                    win = 1; lose = 0; draw = 0;
                end
                else if (playerScore > 6'd21) begin
                    win = 0; lose = 1; draw = 0;
                end
                else if(playerScore > dealerScore) begin
                        win = 1; lose = 0; draw = 0;
                end
                else if(playerScore < dealerScore) begin
                    win = 0; lose = 1; draw = 0;
                end
                else begin
                    win = 0; lose = 0; draw = 1;
                end
                if(reset) begin
                    next_state = S0;
                end
            end
        endcase
    end
endmodule
--- flow/run.sh ---
#!/bin/bash
# OpenROAD 26Q1-2900-gdf79404cd8, Yosys 0.63+post, stock flow scripts
make -C /OpenROAD-flow-scripts/flow DESIGN_CONFIG=/design/flow/config.mk WORK_HOME=/design/flow/orfs finish
==> changes_impl.md <==
### Implementation results

- Syn Area/Cell: between 7 and 8 um2
- Slowest-stage cell, CP: clkdlybuf4s50_1
- Num rows: 34
- Number of max-cap violations: 0
- DIE WIDTH: 116 um
- Vias in the first global route: around 1300
- Mapped Cells: about 170
- Cycle use final: between 90% and 100%
- Overall global routing resource usage: 5.562%
- Register pins left without a clock: 14
- Most frequent cells in the layout: buf_4 (20), clkdlybuf4s50_1 (19), inv_1 (17), nand2_1 (15), dlxtn_1 (14)
- Power density cells: roughly 690 mW/mm2
- WP data required: 3.20 ns
- Worst setup EP type: output port
- Share of cells above drive strength 1: between 10% and 20%
- DRT iter0 DRCs: between 70 and 80
- FMAX: about 260 MHz
- CTS H-tree lvls: 1
- GPL Wtd Cong: 0.8639
- Vias per cell: 4.130
- Vias: roughly 1300
- Seq cells post-synth: 16
- Place WS: -0.2000 ns
- Largest net degree at the start of global routing: 19
- Drt drc: 0
- Core box area: approximately 0.009 mm2
- Max stage delay on crit path: about 0.5 ns
- CTS tree: yes
- Initial antenna violation count: 0
- Chip area: roughly 0.013 mm2
- Synth async-reset ratio: between 10 and 15%
- Die height: between 100 and 150 um
- Max IR drop VDD: 0.1397 mV
- Post-synth EDFFs: 0
- Status: complete, no violations
- Clock Tree Buf Depth: 2
- Tmin final: between 3 and 4 ns
- Setup TNS: 0 ns
- Reg-to-reg slack, setup: between 1.5 and 2 ns
- Most numerous logic cell after layout: buf_4
- Critical Path Fanout Max: 3
- Critical path, cell by cell: clkdlybuf4s50_1 -> o21bai_4 -> buf_4 -> ha_2 -> ha_2 -> nand3_1 -> xor2_2 -> inv_1 -> a22oi_1 -> o22ai_1 -> clkdlybuf4s50_1
- Setup ws final: approximately 0.13 ns
- Initial Util: approximately 14%
- IO Pins: 27
- TritonCTS Buffers: 3
- Root buf cell: clkbuf_8
- First-pass GRT wire length: roughly 6.3 mm
- PortBufs: 22
- # Cells Yosys: about 170
- 1st-pass router iterations: 4
- Clock skew: between 0.001 and 0.0015 ns
- Post-route ant nets: 0
- Total inserted antenna cells: 0
- Kind of critical path: input port to output port
- Remaining global-route overflow: 0
- WP data arrival: 3.07 ns
- Number of unconstrained endpoints: 12
- Total Wirelength: 3.754 mm
- Final max-slew violation count: 0
- Routed len/inst: around 12 um
- Reg clk slew, reported paths: approximately 0.03 ns
- Detailed placement HPWL: around 3 mm
- Filler Cell Count: 973
- Distinct cells, synth: slightly above 40
- Final tally of hold violations: 0
- Dominant register cell: dlxtn_1
- Slew headroom: between 50% and 60%
- YS warnings: 38
- Worst Tran Pin Value: roughly 0.70 ns
- Pleak: between 0.7 and 0.8 nW
- Chip Area, Yosys: 0.001252 mm2
- Startpoint Class: input port
- Area Overhead vs Synth: 44.95%
- Clk Latency, worst-skew pair: around 0.21 ns
- Hold Crit Class: register to register
- RSZ-0062 raised after global routing: false
- Tool warning count: 29
- Final setup fails: 0
- Mapped Area: 0.001252 mm2
==> what timing repair did <==
action,in CTS,in global routing
setup endpoints to repair,4,6
resized,7,8
hold endpoints to repair,0,0
pin swaps,3,3
hold buffers,0,0
buffers inserted,4,1
==> cells by family (layout without fill, tap and decap cells) <==
kind of cell,Yosys count,after routing,share of synthesized area (%)
fa+ha+maj,14,14,13.99
other cells,2,6,0.5996
buf+inv,27,62,9.989
xor+xnor,8,8,5.595
flops,2,2,3.996
simple gates,53,53,20.38
latches,14,14,16.78
compound gates,49,49,28.67
==> where the power goes <==
group,total [mW],switching [mW],internal [mW]
logic,0.881,0.429,0.452
registers,0.301,0.118,0.183
clock network,0.0777,0.0142,0.0635
==> cell type report <==
type | count | area [um2] | share of cell area, %
inverters | 17 | 63.81 | 3.515
repair buffers | 42 | 374.1 | 20.61
multi-input cells | 130 | 940.9 | 51.83
clock buffers | 3 | 41.29 | 2.274
well taps | 108 | 135.1 | 7.443
flip-flops and latches | 16 | 260.3 | 14.33
==> synthesized netlist by cell type (all sizes together) (2+ instances only) <==
master / count / area (um2)
inv: 17 / 63.81
ha: 14 / 175.2
a211oi: 3 / 40.04
dfrtp: 2 / 50.05
dlxtn: 14 / 210.2
buf: 6 / 46.29
or4: 2 / 18.77
a21oi: 10 / 50.05
a32o: 4 / 40.04
nor3: 5 / 25.02
o211ai: 2 / 15.01
nand2: 16 / 60.06
nand3: 6 / 30.03
nor2b: 5 / 31.28
xnor2: 3 / 26.28
a22oi: 2 / 15.01
o21ai: 12 / 60.06
a21o: 2 / 15.01
a221oi: 3 / 32.53
conb: 2 / 7.510
o22ai: 2 / 12.51
clkbuf: 4 / 15.01
a22o: 4 / 35.03
xor2: 5 / 43.79
nor2: 14 / 52.55
==> registers in the layout (all words and copies together), names as in the netlist <==
register     cells
state            2
dealerScore      6
playerStay       1
dealerStay       1
playerScore      6
==> layer usage <==
layer	GRT usage, %	routed length [um]	part of all wire [%]	up-vias
met4	0.7506	26	0.69	0
li1	-	-	-	674
met5	0	0	0	-
met2	8.760	1697	45	27
met1	7.950	1796	48	602
met3	0.9942	233	6.2	2
==> through the flow <==
stage / total power, mW / utilization, % / hold slack (ns) / instance area, um2 / std cells
2_1_floorplan: 0.7845 / - / 0.5305 / 1267 / 173
3_5_place_dp: 1.116 / 18.92 / 0.6035 / 1674 / 308
3_3_place_gp: 1.113 / 18.92 / 0.6059 / 1674 / 308
4_1_cts: 1.258 / 20.06 / 0.6110 / 1775 / 315
5_1_grt: 1.403 / 20.52 / 0.6433 / 1815 / 316
6_report: 1.260 / 20.52 / 0.6059 / 1815 / 316
==> worst max-delay path, delay by kind of cell <==
| kind | cells | cell delay [ns] |
|---|---|---|
| compound gates | 3 | 0.41 |
| xor+xnor | 1 | 0.19 |
| fa+ha+maj | 2 | 0.38 |
| buf+inv | 4 | 1.16 |
| simple gates | 1 | 0.13 |
==> path summary, 6_finish.rpt <==
check	depth (start not counted)	end	startpoint
max	11	player7SegmentsDisplay[4]	cards[2]
min	1	state[1]$_DFFE_PP0P_	state[1]$_DFFE_PP0P_
max reg2reg	7	state[1]$_DFFE_PP0P_	state[1]$_DFFE_PP0P_
min reg2reg	1	state[1]$_DFFE_PP0P_	state[1]$_DFFE_PP0P_
max in group asynchronous	2	state[1]$_DFFE_PP0P_	reset
min in group asynchronous	2	state[0]$_DFFE_PP0P_	reset
Power is estimated from default activity; no workload was simulated.
