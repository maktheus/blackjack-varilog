[/design/flow/design.v]
module sevenSegment(input [3:0] binary, output [6:0] seg);
    assign seg = binary > 9 ? 7'b1111111 :
           binary == 9 ? 7'b0110111 :
           binary == 8 ? 7'b0000001 :
           binary == 7 ? 7'b1111001 :
           binary == 6 ? 7'b0010000 :
           binary == 5 ? 7'b0100100 :
           binary == 4 ? 7'b0000110 :
           binary == 3 ? 7'b1001000 :
           binary == 2 ? 7'b0000010 :
           binary == 1 ? 7'b1001111 :
                          7'b1000000;
endmodule
[/design/flow/run.sh]
#!/bin/bash
# OpenROAD 26Q1-2900-gdf79404cd8, Yosys 0.63+post, stock flow scripts
make -C /OpenROAD-flow-scripts/flow DESIGN_CONFIG=/design/flow/config.mk WORK_HOME=/design/flow/orfs finish
[/design/flow/config.mk]
export PLATFORM = sky130hd
export DESIGN_NAME = sevenSegment
export DESIGN_NICKNAME = sevenSegment
export VERILOG_FILES = /design/flow/design.v
export SDC_FILE = /design/flow/constraint.sdc
export NUM_CORES = 4
export LEC_CHECK = 1
export CORE_AREA = 10 10 70 70
export DIE_AREA = 0 0 80 80
[/design/flow/constraint.sdc]
current_design sevenSegment

set clk_period 1.0
set clk_io_pct 0.2

create_clock -name clk0 -period $clk_period

set non_clock_inputs [all_inputs -no_clocks]
set_input_delay [expr $clk_period * $clk_io_pct] -clock clk0 $non_clock_inputs
set_output_delay [expr $clk_period * $clk_io_pct] -clock clk0 [all_outputs]
==> Slide: Implementation Results <==
Flow Results at a Glance

Synth
  – Yosys adder share: 10.8%
  – Yosys stat area: 104 um^2
  – Synth Area in Compound Gates: 47.0%
  – Largest logic family: AND-OR/OR-AND gates
  – Cell variety after synth: 8
  – Syn Inst Count: 19
  – Yosys simple share: 33.7%
  – Yosys xor share: 0%
  – Synth top cells by count: a21oi_1 (8), nand2b_1 (3), nor2_1 (3)
  – Synthesis warning total: 0
  – Top-area cell share: 38.6%
  – Average footprint of a synthesized cell: 5.47 um^2
  – Leading area contributor after synthesis: a21oi_1
  – Yosys Instances: 19
  – Seq share, synth: 0%
  – Cell area leaders: a21oi_1 (39%), nand2b_1 (18%), maj3_2 (11%)
  – Synthesized area: 104 um^2
  – Mux share: 0%
  – Most numerous cell in the Yosys netlist: a21oi_1

Global route
  – Vias in the first global route: 186
  – First-pass GRT wire length: 931 um
  – Initial antenna violation count: 0
  – Pin count of the biggest net entering global routing: 9
  – Total grt overflow: 0
  – GRT Total Usage: 1.80%

Drt
  – DRT Pass-1 Iters: 2
  – DRT antenna net count: 0
  – Post-route DRC: 0
  – Via count: 187
  – Vias per inst: 2.34
  – Avg WL per Cell: 7.36 um
  – Routed WL: 589 um
  – DRT iter0 DRCs: 15
  – Ant. Diodes: 0

Status
  – Failing checks: negative setup slack
  – Status: complete, but fails checks

Floorplanning
  – Total die size: 0.00640 mm^2
  – Initial Utilization: 3.04%
  – # rows: 21
  – Core ar.: 0.00342 mm^2
  – Chip height: 80 um
  – Die width: 80 um
  – IO Count: 11

Cells and area
  – Final core occ: 9.23%
  – Layout cells sized above 1: 67.6%
  – FF/Latch Area: 0 um^2
  – Layout fillers: 398
  – Clock buffers: 0
  – Area growth syn-to-layout: 204%
  – Finished Cell Area: 315 um^2
  – Seq cells: 0

STA
  – Post-route setup slack: -0.0258 ns
  – RSZ-0062 raised after global routing: true
  – Tmin final: 1.03 ns
  – Cycle use final: 103%
  – Max Fclk: 0.975 GHz
  – Final Slew Violations: 0
  – Final setup vio count: 1
  – Final Hold Viols: 0
  – Final hold slack: 0.666 ns
  – Least-Margin Pin Slew: 0.150 ns
  – Slew HR: 90.0%

Placed design
  – Port buffer count: 11
  – Dpl cell area: 297 um^2
  – Placer Congestion: 0.733
  – Final HPWL DP: 488 um

Worst setup path
  – Worst path arrival time: 0.83 ns
  – Worst stage delay on the critical path: 0.30 ns
  – Max stage delay cell, worst path: maj3_2
  – CP endpoint kind: output pin
  – Max FO, Critical Path: 7
  – Startpoint types: input pin
  – Crit-path cells: buf_8 > maj3_2 > a21oi_2 > buf_2
  – CP required: 0.80 ns
  – Crit Path Category: input pin to output pin
  – Crit. Startpoint: binary[1]

Pwr
  – Switching part of the total: 41.3%
  – Clock power share: 0%
  – Int Pwr: 66.4 uW
  – P per Cell Area: 359 mW/mm^2
  – Seq pwr share: 0%
  – Total net switching power: 46.8 uW
  – Leak: 0.123 nW
  – Combinational share of power: 100.0%
  – Peak VDD IR: 0.0000541 V

Worst hold path
  – Hold Crit Start: binary[1]
  – Worst Hold Path EP: seg[2]
  – Hold WC Path Type: input pin to output pin
  – Hold Crit Depth: 3

Run
  – Tool warning count: 34
  – Max-cap violations: 0
metal layers:
metal / GRT usage [%] / routed length (um)
met5: 0 / 0
met4: 0 / 0
met3: 0.227 / 33
met2: 3.21 / 296
met1: 2.37 / 259
cell families (layout without fill, tap and decap cells):
family / Yosys count / count (layout)
AOI/OAI and AO/OA: 9 / 9
and+or+nand+nor: 7 / 7
buffers and inverters: 2 / 17
adders and majority gates: 1 / 1
stage by stage:
stage	std cells	TNS, ns	worst slack [ns]	power [mW]
6_report	80	-0.0258	-0.0258	0.113
5_1_grt	80	-0.149	-0.0834	0.129
3_5_place_dp	79	-5.92	-0.898	0.115
3_3_place_gp	79	-5.86	-0.876	0.115
2_1_floorplan	19	0	0.223	0.0289
4_1_cts	80	-0.0838	-0.0524	0.111
worst max-delay path, delay by kind of cell:
kind	cells	cell delay (ns)
adder cells (fa/ha/maj)	1	0.30
buffers and inverters	2	0.21
AND-OR/OR-AND	1	0.11
timing repair:
item,CTS,global route
endpoints found under the hold margin,0,0
buffers inserted,1,0
gates resized,51,5
hold buffers,0,0
endpoints found under the setup margin,7,6
pin swaps,5,1
cell usage in the layout (no fill, tap or decap), drive strengths merged:
cell type   n
clkbuf      1
buf        15
maj3        1
inv         1
nor3        1
a21oi       8
nor2        3
nand2b      3
a31o        1
power by group through the flow:
stage	sequential [mW]	combinational [mW]	clock (mW)
global route	0	0.129	0
CTS	0	0.111	0
finish	0	0.113	0
cell type report:
class,count,area [um^2],area share [%]
timing repair buffer,16,126,40.1
tap,46,57.6,18.3
inverter,1,3.75,1.19
multi-input combinational,17,128,40.5
worst max path at each step:
stage	end	slack, ns	cells after the start
4_1_cts	seg[6]	-0.05	5
5_1_grt	seg[1]	-0.08	6
6_report	seg[1]	-0.03	4
Power figures rest on the tool's default switching activity, not on a simulated workload.
